<file path="/design/flow/run.sh">
#!/bin/bash
# OpenROAD 26Q1-2900-gdf79404cd8, Yosys 0.63+post, stock flow scripts
make -C /OpenROAD-flow-scripts/flow DESIGN_CONFIG=/design/flow/config.mk WORK_HOME=/design/flow/orfs finish
</file>
<file path="/design/flow/design.v">
module ALU (
input	wire [31:0]	SrcA ,
input	wire [31:0]	SrcB ,
input	wire [2:0]	ALUControl ,
output	reg  [31:0]	ALUResult ,
output	wire	    zero
);
wire  [31:0] and_o;
wire  [31:0] or_o;
wire  [31:0] add_o;
wire  [31:0] sub_o;
wire  [31:0] mul_o;
wire SLT_o;
assign and_o = SrcA & SrcB ; 
assign or_o  = SrcA | SrcB ;
assign add_o = SrcA + SrcB ;
assign sub_o = SrcA - SrcB ;
assign mul_o = SrcA * SrcB ;
assign SLT_o = sub_o[31] ;
always @ (*)
	begin
		case (ALUControl)
			3'b000 : ALUResult = and_o;
			3'b001 : ALUResult = or_o;
			3'b010 : ALUResult = add_o;
			3'b100 : ALUResult = sub_o;
			3'b101 : ALUResult = mul_o;
			3'b110 : ALUResult = SLT_o;
			default : ALUResult = 32'd4;
        endcase
    end
assign zero = (ALUResult == 32'h0000);
endmodule 
module Adder (
input  wire [31:0] A ,
input  wire [31:0] B ,
output wire [31:0] C
) ;
assign C = A + B ;
endmodule 
module Data_Path (
input  wire          Clk_DP,
input  wire          Reset_DP,
input  wire          RegWrite_DP,
input  wire          RegDst_DP,
input  wire          ALUSrc_DP,
input  wire          MemtoReg_DP,
input  wire          PCSrc_DP,
input  wire          Jump_DP,
input  wire  [2:0]   ALUControl_DP,
input  wire  [31:0]  Instr_DP,
input  wire  [31:0]  ReadData_DP,
output wire          Zero_DP,
output wire  [31:0]  PC_DP,
output wire  [31:0]  ALUOut_DP,
output wire  [31:0]  WriteData_DP
);
wire [31:0] RD1_SrcA;
wire [4:0]  Mux1_OUT_A3;
wire [31:0] MUX0_SrcB;
wire [31:0] SignImm_MUX0_Sleft;
wire [31:0] Sleft_Adder0;
wire [31:0] PCBranch;
wire [31:0] PCPlus4;
wire [31:0] PCJump;
wire [27:0] Instr_shift;
wire [27:0] Out_shift0;
wire [31:0] MUX2_OUT;
wire [31:0] MUX3_OUT;
wire [31:0] Result_ReadData;
assign Instr_shift = {2'b00,Instr_DP[25:0]};
assign PCJump = {PCPlus4[31:28],Out_shift0};
Register_File #(.WIDTH(32),.DEPTH(32)) R_File(
	.Clk(Clk_DP),
    .Rst(Reset_DP),
	.WE3(RegWrite_DP),
	.A1 (Instr_DP[25:21]),
	.A2 (Instr_DP[20:16]),
	.A3 (Mux1_OUT_A3),
	.WD3(Result_ReadData),
	.RD1(RD1_SrcA),
	.RD2(WriteData_DP)
);
MUX #(.M_WIDTH(32)) Mux0(
	.sel (ALUSrc_DP) ,
	.in1 (WriteData_DP) ,
	.in2 (SignImm_MUX0_Sleft) ,
	.out (MUX0_SrcB)
);
MUX #(.M_WIDTH(5)) Mux1(
	.sel (RegDst_DP) ,
	.in1 (Instr_DP[20:16]) ,
	.in2 (Instr_DP[15:11]) ,
	.out (Mux1_OUT_A3)
);
MUX #(.M_WIDTH(32)) Mux2(
	.sel (PCSrc_DP) ,
	.in1 (PCPlus4) ,
	.in2 (PCBranch) ,
	.out (MUX2_OUT)
);
MUX #(.M_WIDTH(32)) Mux3(
	.sel (Jump_DP) ,
	.in1 (MUX2_OUT) ,
	.in2 (PCJump) ,
	.out (MUX3_OUT)
);
MUX #(.M_WIDTH(32)) Mux4(
	.sel (MemtoReg_DP) ,
	.in1 (ALUOut_DP) ,
	.in2 (ReadData_DP) ,
	.out (Result_ReadData)
);
ALU  Alu (
	.SrcA(RD1_SrcA),
	.SrcB(MUX0_SrcB),
	.ALUControl(ALUControl_DP),
	.ALUResult(ALUOut_DP),
	.zero(Zero_DP)
);
Sign_Extend S_Extend (
	.Instr(Instr_DP[15:0]),
	.SignImm(SignImm_MUX0_Sleft)
);
Shift_Left #(.I_WIDTH(28)) S_Left0 (
	.in(Instr_shift),
	.out(Out_shift0)
);
Shift_Left #(.I_WIDTH(32)) S_Left1 (
	.in(SignImm_MUX0_Sleft),
	.out(Sleft_Adder0)
);
Adder Add0 (
	.A(Sleft_Adder0),
	.B(PCPlus4),
	.C(PCBranch)
);
Adder Add1 (
	.A(PC_DP),
	.B(32'd4),
	.C(PCPlus4)
);
PC Pc1 (
	.CLK(Clk_DP),
	.RST(Reset_DP),
	.i_PC(MUX3_OUT),
	.o_pc(PC_DP)
);
endmodule
module MUX #(
parameter	M_WIDTH = 32
)(
input	wire sel ,
input	wire [M_WIDTH-1:0] in1 ,
input	wire [M_WIDTH-1:0] in2 ,
output  reg  [M_WIDTH-1:0] out ) ;
always @ (*)
	begin 
		case (sel)
			1'b0 : out = in1 ;
			1'b1 : out = in2 ;
		endcase 
    end
endmodule
module PC (
input wire CLK ,
input wire RST ,
input wire [31:0] i_PC ,
output reg [31:0] o_pc
);
reg [31:0] reg_pc ;
always @ ( posedge CLK or negedge RST )
	begin
		if (!RST)
			o_pc <= 32'h0000;
		else 
			o_pc <= i_PC ;
	end
endmodule
module Register_File	#(
parameter	WIDTH = 32,
parameter	DEPTH = 100
)(
input	wire	Clk,
input 	wire 	Rst,
input	wire	WE3,
input	wire	[$clog2 (DEPTH)-1:0]	A1,
input	wire	[$clog2 (DEPTH)-1:0]	A2,
input	wire	[$clog2 (DEPTH)-1:0]	A3,
input	wire	[WIDTH-1:0]	WD3,
output	reg		[WIDTH-1:0]	RD1,
output	reg		[WIDTH-1:0]	RD2 	) ;
reg	[WIDTH-1:0]	Reg_File [0:DEPTH-1];
integer i;
always @ (*)
	begin
		RD1 = Reg_File	[A1] ;
		RD2 = Reg_File	[A2];
	end
always @ (posedge Clk or negedge Rst)
	begin
		i=0;
		if (!Rst)
			begin
				for (i=0 ; i < DEPTH;i=i+1)
					begin
						Reg_File [i] <= { (WIDTH) {1'b0} };
					end
			end
		else if (WE3)
			Reg_File[A3] <= WD3;
	end
endmodule
module Shift_Left #(
parameter	I_WIDTH = 32
)(
input	wire  [I_WIDTH-1:0] in ,
output  wire  [I_WIDTH-1:0] out  ) ;
assign	out = in << 2;
endmodule
module Sign_Extend (
input  wire [15:0] Instr ,
output reg  [31:0] SignImm
);
wire result ;
assign result = Instr [15] ; 
always @ (*)
	begin
		if (result==1)
			SignImm = {16'hFFFF,Instr} ;
		else 
			SignImm = {16'h0000,Instr} ;
	end
endmodule 
</file>
<file path="/design/flow/constraint.sdc">
current_design Data_Path

set clk_period 26.8
set clk_io_pct 0.2

create_clock -name clk0 -period $clk_period [get_ports {Clk_DP}]

set non_clock_inputs [all_inputs -no_clocks]
set_input_delay [expr $clk_period * $clk_io_pct] -clock clk0 $non_clock_inputs
set_output_delay [expr $clk_period * $clk_io_pct] -clock clk0 [all_outputs]
</file>
<file path="/design/flow/config.mk">
export PLATFORM = sky130hd
export DESIGN_NAME = Data_Path
export DESIGN_NICKNAME = Data_Path
export VERILOG_FILES = /design/flow/design.v
export SDC_FILE = /design/flow/constraint.sdc
export NUM_CORES = 4
export LEC_CHECK = 1
export CORE_UTILIZATION = 50
</file>
==> results.sh <==
# flow metrics
export IMPL_status="complete, no violations"
export IMPL_synth_distinct_cells=100
export IMPL_dp_hpwl_um=260000
export IMPL_worst_setup_path_type="in2out"
export IMPL_synth_area_per_cell_um2=8.53
export IMPL_postCtsSetupBuffers=0
export IMPL_antenna_found_initial=35
export IMPL_mi_logic_area_um2=43300
export IMPL_cap_violations=0
export IMPL_period_needed_ps=24570
export IMPL_hp_class="reg2reg"
export IMPL_htree_levels=3
export IMPL_reg2reg_to="R_File.Reg_File[14][30]"
export IMPL_most_common_cell="nand2_1"
export IMPL_power_density_nw_per_um2=131
export IMPL_r2r_slack_ps=14550
export IMPL_post_drt_wl_per_cell_um=37.0
export IMPL_common_cells="nand2_1, o21ai_0, dfrtp_1"
export IMPL_min_to="R_File.Reg_File[13][1]"
export IMPL_yosysSeqAreaShare_pct=35.6
export IMPL_ys_flops=1054
export IMPL_async_reset_ff_share_pct=100
export IMPL_warnings=100
export IMPL_hold_viol=0
export IMPL_slowest_delay_ps=760
export IMPL_crit_path_end_kind="output pin"
export IMPL_p_leak_uw=0.0380
export IMPL_syn_area_um2=74100
export IMPL_ys_chip_area_um2=74100
export IMPL_worst_skew_pair_late_latency_ps=810
export IMPL_tightest_slew_ps=1190
export IMPL_drt_initial_drc_count=9035
export IMPL_hold_buffers=0
export IMPL_crit_path_start="Instr_DP[25]"
export IMPL_cts_root_buffer="clkbuf_16"
export IMPL_start_kind="input port"
export IMPL_arrival_ps=19210
export IMPL_hold_start="R_File.Reg_File[13][1]"
export IMPL_grt_pass1_wl_um=552000
export IMPL_viasPerCell=6.93
export IMPL_grt_ovfl_total=0
export IMPL_ys_flop_type="dfrtp_1"
export IMPL_vias=74100
export IMPL_place_gp_congestion=1.08
export IMPL_fin_hold_ws_ps=494
export IMPL_fillers=13100
export IMPL_ys_cells=8691
export IMPL_grt_pass1_vias=72400
export IMPL_yosysTopAreaCellShare_pct=35.6
export IMPL_syn_to_final_growth_pct=11.8
export IMPL_max_slew_margin_pct=19.8
export IMPL_core_um2=146000
export IMPL_cts_tree="done"
export IMPL_io_buffers=163
export IMPL_setup_tns_ps=0
export IMPL_required_ps=21440
export IMPL_top_cells_by_area="dfrtp_1, fa_1, nand2_1"
export IMPL_cts_resized=0
export IMPL_rsz0062_at_grt="no"
export IMPL_hold_path_depth=2
export IMPL_finalClockPeriodUsage_pct=91.7
export IMPL_dp_cells=10400
export IMPL_fmax_ghz=0.0407
export IMPL_synthCells=8691
export IMPL_fp_row_count=140
export IMPL_clock_path_buffers=3
export IMPL_grt_max_degree=125
export IMPL_ioPinCount=172
export IMPL_clock_skew_ps=103
export IMPL_die_h_um=387
export IMPL_grt_total_usage_pct=55.7
export IMPL_crit_fanout=22
export IMPL_max_vdd_ir_drop_mv=0.323
export IMPL_setup_viol=0
export IMPL_routed_wl_um=396000
export IMPL_drc_errors=0
export IMPL_dr_pass1_iters=9
export IMPL_top_area_cell="dfrtp_1"
export IMPL_reg2reg_from="R_File.Reg_File[24][7]"
export IMPL_edf_count=0
export IMPL_numCtsBuffers=115
export IMPL_cts_reportedPaths_clkPinSlew_ps=60
export IMPL_fin_cells=10700
export IMPL_fp_util_pct=50.6
export IMPL_critPathMostFrequentCell="fa_1"
export IMPL_drive_above_1_share_pct=9.21
export IMPL_design_die_area_um2=150000
export IMPL_yosys_warnings=7
export IMPL_antenna_left=0
export IMPL_cts_sinks=1054
export IMPL_reg2reg_depth=34
export IMPL_regArea_um2=26400
export IMPL_crit_slowest_cell="clkinv_1"
export IMPL_report_final_slew_viol_count=0
export IMPL_die_w_um=387
==> where the power goes <==
| group | switching [µW] | leakage, µW | internal, µW | total [µW] |
|---|---|---|---|---|
| Combinational | 4170 | 0.0222 | 2390 | 6550 |
| Sequential | 511 | 0.0139 | 2110 | 2630 |
| Clock | 726 | 0.00194 | 965 | 1690 |
==> layer usage <==
layer,GRT usage [%],up-vias,part of all wire [%]
li1,-,30200,-
met1,65.7,35700,33
met2,71.0,6146,39
met3,37.8,2011,18
met4,41.1,56,10
met5,8.64,-,0.49
==> worst max path at each step <==
stage / to / slack (ps) / cells past startpoint
after CTS: Zero_DP / 2580 / 38
after global routing: Zero_DP / 2020 / 40
final: Zero_DP / 2230 / 42
==> flip-flops by register name (all words and copies together) (netlist names) <==
name / count
Pc1.o_pc: 30
R_File.Reg_File: 1024
==> cell usage in the layout (no fill, tap or decap), types with 49 or more instances in the layout <==
cell type / n
nand3_1: 375
clkbuf_16: 115
nor4_1: 49
nand2_1: 1399
buf_4: 350
a22o_1: 59
nor2_1: 506
ha_1: 248
o31ai_1: 50
dfrtp_1: 1054
fa_1: 411
a21oi_1: 190
clkdlybuf4s50_1: 150
a221oi_1: 65
xnor2_1: 93
a22oi_1: 581
and3_1: 128
nand4_1: 179
o21ai_0: 1066
inv_1: 659
nor3_1: 52
mux2_2: 49
==> cells by family (layout without fill, tap and decap cells) <==
group,Yosys count,count (layout),synth area share (%)
AND/OR/NAND/NOR,2968,2968,17.9
XOR/XNOR,139,139,1.81
AND-OR/OR-AND,2391,2391,20.5
flip-flops,1054,1054,35.6
buffers and inverters,1368,1410,7.32
adder cells (fa/ha/maj),659,659,15.3
other,1,46,0.00506
multiplexers,111,111,1.61
==> worst max-delay path, delay by kind of cell <==
family / cells / cell delay [ps]
buffers and inverters: 12 / 3700
AOI/OAI and AO/OA: 8 / 2440
and+or+nand+nor: 12 / 3890
adders and majority gates: 9 / 3510
xor gates and xnor gates: 1 / 210
==> cell type report <==
type,count,share of cell area [%]
Timing Repair Buffer,514,5.11
Antenna cell,44,0.133
Clock buffer,165,3.93
Inverter,680,3.08
Multi-Input combinational cell,6270,52.2
Sequential cell,1054,31.8
Tap cell,1917,2.89
Clock inverter,51,0.868
==> through the flow <==
stage	cell area [µm²]	utilization (%)	total power (µW)	setup slack (ps)
finish	82900	56.6	10900	2230
global route	82800	56.6	11600	2020
CTS	82800	56.5	10800	2580
detailed placement	78800	53.8	9030	2650
global placement	78800	53.8	9010	2640
floorplan	74200	-	6520	6750
Power figures rest on the tool's default switching activity, not on a simulated workload.
