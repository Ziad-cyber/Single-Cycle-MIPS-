`flow/config.mk`:
```
export PLATFORM = sky130hd
export DESIGN_NAME = Control_Unit
export DESIGN_NICKNAME = Control_Unit
export VERILOG_FILES = /design/flow/design.v
export SDC_FILE = /design/flow/constraint.sdc
export NUM_CORES = 4
export LEC_CHECK = 1
export CORE_AREA = 10 10 70 70
export DIE_AREA = 0 0 80 80
```
`flow/constraint.sdc`:
```
current_design Control_Unit

set clk_period 1.8
set clk_io_pct 0.2

create_clock -name clk0 -period $clk_period

set non_clock_inputs [all_inputs -no_clocks]
set_input_delay [expr $clk_period * $clk_io_pct] -clock clk0 $non_clock_inputs
set_output_delay [expr $clk_period * $clk_io_pct] -clock clk0 [all_outputs]
```
`flow/design.v`:
```
module Control_Unit (
input	wire	[5:0]	Opcode , 
input	wire	[5:0]	Funct  ,
output	reg     [2:0]	ALUControl ,
output	reg     MemtoReg,
output	reg     MemtoWrite,
output	reg     Branch,
output	reg     AluSrc,
output	reg     RegDst,
output	reg     RegWrite,
output	reg     Jump				);
reg [1:0]	ALUOP;
always @ (*)
	begin
		case (Opcode) 
            6'b10_0011 :begin
							Jump=0;
							MemtoWrite=0;
							RegWrite=1'b1;
							RegDst=0;
							AluSrc=1'b1;
							MemtoReg=1'b1;
							Branch=0;
							ALUOP=2'b00;
			            end
			6'b10_1011 :begin
							Jump=0;
							MemtoWrite=1'b1;
							RegWrite=0;
							RegDst=0;
							AluSrc=1'b1;
							MemtoReg=1'b1;
							Branch=0;
							ALUOP=2'b00;
			            end
			6'b00_0000 :begin
							Jump=0;
							MemtoWrite=0;
							RegWrite=1'b1;
							RegDst=1'b1;
							AluSrc=0;
							MemtoReg=0;
							Branch=0;
							ALUOP=2'b10;
			            end
			6'b00_1000 :begin
							Jump=0;
							MemtoWrite=0;
							RegWrite=1'b1;
							RegDst=0;
							AluSrc=1'b1;
							MemtoReg=0;
							Branch=0;
							ALUOP=2'b00;
			            end
			6'b00_0100 :begin
							Jump=0;
							MemtoWrite=0;
							RegWrite=0;
							RegDst=0;
							AluSrc=0;
							MemtoReg=0;
							Branch=1'b1;
							ALUOP=2'b01;
						end
			6'b00_0010 :begin
							Jump=1'b1;
							MemtoWrite=0;
							RegWrite=0;
							RegDst=0;
							AluSrc=0;
							MemtoReg=0;
							Branch=0;
							ALUOP=2'b00;
			            end 
            default :	begin
							Jump=0;
							MemtoWrite=0;
							RegWrite=0;
							RegDst=0;
							AluSrc=0;
							MemtoReg=0;
							Branch=0;
							ALUOP=2'b00;
						end
        endcase
	end
always @ (*)
	begin
		case (ALUOP)
			2'b00 	: ALUControl = 3'b010;
			2'b01 	: ALUControl = 3'b100;
			2'b10 	:	begin
							case (Funct)
								6'b10_0000	:	ALUControl = 3'b010 ;
								6'b10_0010	:	ALUControl = 3'b100 ;
								6'b10_1010	:	ALUControl = 3'b110 ;
								6'b01_1100	:	ALUControl = 3'b101 ;
								default : ALUControl = 3'b010;
							endcase
						end
			default : ALUControl = 3'b010;
		endcase
	end
endmodule 
```
`flow/run.sh`:
```
#!/bin/bash
# OpenROAD 26Q1-2900-gdf79404cd8, Yosys 0.63+post, stock flow scripts
make -C /OpenROAD-flow-scripts/flow DESIGN_CONFIG=/design/flow/config.mk WORK_HOME=/design/flow/orfs finish
```
==> results_slide.txt <==
Synthesis and Place & Route Summary

Outcome
  • Status: finished with violations
  • Failing checks: setup timing

Drt
  • Highest metal used: met3
  • Vias/cell: a little over 3
  • Post-Route WL: between 1000 and 1500 um
  • DRC Markers: 0
  • Iteration-0 DRC Markers: 1
  • Met3 wire length: about 140 um
  • Wire length per cell: a little over 9 um
  • Ant. Diodes: 0
  • Met2 Routed Length: approximately 360 um
  • Post-route ant nets: 0
  • Met1 WL: 555 um
  • Vias: 355
  • DRT Pass-1 Iters: 2

Setup path
  • Max FO, Critical Path: 2
  • Startpoint type of the worst setup path: input port
  • Worst setup EP type: output port
  • Worst EP arrival: roughly 1800 ps
  • Crit path DRT: roughly 1400 ps
  • WS Path Type: input port to output port
  • Worst Setup SP: Opcode[1]

Worst hold path
  • Min-Delay Path Depth: 4
  • Hold WC Path Type: input port to output port
  • Hold_sp: Opcode[2]
  • WHS Endpoint: AluSrc

Timing
  • RSZ-0062 raised after global routing: yes
  • Max Clk Rate: ~0.46 GHz
  • Minimum clock period: around 2200 ps
  • Tcrit/Tclk final: 1.20
  • Slew @ Worst Pin: ~250 ps
  • Fin. max-slew vios: 0
  • Final setup fails: 3
  • Setup_tns: -806 ps
  • Setup slack after layout: -357 ps
  • Fin. Hold Viols: 0
  • Slew HR: 0.830
  • Final hold slack: around 1100 ps

Synthesis
  • Avg Inst Size Synth: 6.04 um^2
  • Dominant cell area share: 0.143
  • Count of different cell masters after synthesis: 16
  • Mapped Cells: 29
  • Synth area leader: ha_1
  • Ys cells: 29
  • Yosys stat area: 175 um^2
  • YS warnings: 1
  • Register share after synthesis: 0
  • Mapped cell area: between 150 and 200 um^2
  • Main area contributors: ha_1 14%, nor3_1 14%, nor2_1 11%

Global route
  • GRT overflow: 0
  • Largest net degree at the start of global routing: 5
  • Initial antenna violation count: 0
  • First-pass GRT wire length: roughly 1800 um
  • All-Layer GR Usage: 0.0326
  • Vias in the first global route: about 370

Flow run
  • Tool warnings: 36
  • Max_cap viols: 0

Layout
  • Final core utilization: 0.199
  • Area of the multi-input gates: around 280 um^2
  • Seq cells: 0
  • Fin area: approximately 700 um^2
  • Clock buf count: 0
  • Filler instances: about 390
  • FF+latch area: 0 um^2
  • Share of layout cells above drive strength 1: 0.643
  • Area delta synth->final: 289%

Floorplanning
  • Core area: approximately 3400 um^2
  • Rows: 21
  • IO Pins: 22
  • DIE WIDTH: 80 um
  • Core Util at FP: 0.0513
  • Chip area: about 6400 um^2
  • Die Ht: ~80 um

Power
  • Pwr dens: 122 nW/um^2
  • Leakage Power: approximately 0.34 nW
  • Worst VDD drop: 0.0000668 V

Clock tree
  • Hold buffer count at cts: 0

Place
  • DP HPWL: slightly above 800 um
  • # port buffers: 22
  • RePlAce Congestion: approximately 0.83
  • Setup slack at placement: -1120 ps
  • DP Area: 564 um^2
report_power, final:
group	switching [mW]	internal [mW]	total, mW
combinational	0.0327	0.0502	0.0829
clock	0	0	0
sequential	0	0	0
total	0.0327	0.0502	0.0829
layout make-up:
class                      count  share of cell area
timing repair buffer          41               0.500
tap                           46              0.0846
multi-input combinational     27               0.404
inverter                       2              0.0110
placed cells by master (no fill, tap or decap), drive strengths merged:
cell type,n
a21oi,1
nand3b,1
a211oi,1
clkdlybuf4s50,7
o21ba,1
nand3,2
nor4bb,1
a21bo,1
dlymetal6s2s,2
nor2b,1
ha,2
and3,1
nand2,3
and2,1
nor3,5
dlygate4sd2,3
nor2,5
inv,2
nand4b,1
buf,28
clkbuf,1
cell usage after synthesis, drive strengths merged:
cell type	n
a21bo	1
nor4bb	1
nor3	5
nor2	5
and2	1
nand4b	1
nor2b	1
a21oi	1
nand2	3
a211oi	1
o21ba	1
nand3b	1
ha	2
nand3	2
inv	2
and3	1
what timing repair did:
action,in CTS,in global routing
buffers inserted,4,3
resized,57,9
pin swaps,10,6
endpoints found under the hold margin,0,0
endpoints found under the setup margin,10,5
kinds of logic after synthesis:
logic type | after synthesis | share of synthesized area
AND/OR/NAND/NOR | 21 | 0.629
AND-OR/OR-AND | 4 | 0.186
adder cells (fa/ha/maj) | 2 | 0.143
buffers and inverters | 2 | 0.0429
metrics by stage:
step | instances | power [mW]
after floorplan | 29 | 0.00954
after global placement | 110 | 0.0625
after detailed placement | 110 | 0.0633
after CTS | 113 | 0.0750
after global routing | 116 | 0.0893
final | 116 | 0.0829
worst max-delay path by stage:
stage	endpoint	slack [ps]	cells after the start
finish	ALUControl[2]	-360	10
CTS	ALUControl[2]	-320	10
global route	ALUControl[2]	-440	10
worst max-delay path, cell delays in order:
cell      delay, ps
buf_6           100
nor3_4          210
buf_6           130
nand3_4          70
ha_4            170
nor4bb_4        140
nand4b_1        100
a21bo_2         240
o21ba_4         180
buf_2           110
layer usage:
metal,track usage,up-vias
met5,0,-
met4,0,0
met3,0.0148,0
met2,0.0425,17
met1,0.0496,149
li1,-,189
No activity file was given, so power comes from the tool's default toggle rates.
